`run.sh`:
```
#!/bin/bash
# OpenROAD 26Q1-2900-gdf79404cd8, Yosys 0.63+post, stock flow scripts
make -C /OpenROAD-flow-scripts/flow DESIGN_CONFIG=/design/flow/config.mk WORK_HOME=/design/flow/orfs finish
```
`config.mk`:
```
export PLATFORM = sky130hd
export DESIGN_NAME = Accumulator
export DESIGN_NICKNAME = Accumulator
export VERILOG_FILES = /design/flow/design.v
export SDC_FILE = /design/flow/constraint.sdc
export NUM_CORES = 4
export LEC_CHECK = 1
export CORE_UTILIZATION = 40
```
`constraint.sdc`:
```
current_design Accumulator

set clk_period 7.2
set clk_io_pct 0.2

create_clock -name clk0 -period $clk_period [get_ports {clk}]

set non_clock_inputs [all_inputs -no_clocks]
set_input_delay [expr $clk_period * $clk_io_pct] -clock clk0 $non_clock_inputs
set_output_delay [expr $clk_period * $clk_io_pct] -clock clk0 [all_outputs]
```
`design.v`:
```
module Accumulator
#(
    parameter IFM_BIT = 8,
    parameter W_BIT = 8,
    parameter K=3,
    parameter IN_CH=512
)
(
	clk,
	rst_n,
    in_valid,
    PE,
    out_valid,
    Accumulator
);
integer i,idx_out_ch;
localparam BIT_PE           = IFM_BIT + W_BIT + $clog2(K*IN_CH);
localparam BIT_ACCUMULATOR  = IFM_BIT + W_BIT + $clog2(K*K*IN_CH);
reg [BIT_PE-1:0] pe[0:K-1];
reg [BIT_ACCUMULATOR-1:0] tmp_accumu;
parameter STATE_IDLE = 1'd0;
parameter STATE_CALCULATE = 1'd1;
reg cur_state, next_state;
input clk, in_valid, rst_n;
input [K*BIT_PE-1 : 0] PE;
output reg out_valid;
output reg [BIT_ACCUMULATOR-1:0] Accumulator;
always@(posedge clk or negedge rst_n)begin
    if(!rst_n)begin
        cur_state <= STATE_IDLE;
    end
    else begin
        cur_state <= next_state;
    end
end
always@*begin
    next_state = cur_state;
    case(cur_state)
    STATE_IDLE:begin
        next_state = STATE_IDLE;
        if(in_valid)begin
            next_state = STATE_CALCULATE;
        end
    end
    STATE_CALCULATE:begin
        next_state = STATE_IDLE;
        if(in_valid)begin
            next_state = STATE_CALCULATE;
        end
    end
    endcase
end
always@(posedge clk or negedge rst_n)begin
    if(!rst_n)begin
        for(i=0;i<K;i=i+1)begin
            pe[i] <= 0;
        end
    end
    else if(in_valid)begin
        for(i=0;i<K;i=i+1)begin
            pe[i] <= PE[i*BIT_PE +: BIT_PE];
        end
    end
end
always @(*) begin
    tmp_accumu = 0;
    for(i=0;i<K;i=i+1)begin
        tmp_accumu = tmp_accumu + pe[i];  
    end
end
always@(posedge clk or negedge rst_n)begin
    if(!rst_n)begin
        out_valid <=0;
        Accumulator <= 0;
    end
    else if(cur_state==STATE_CALCULATE)begin
        out_valid <= 1;
        Accumulator <= tmp_accumu;
    end
    else begin
        out_valid <= 0;
        Accumulator <= 0;
    end
end
endmodule
```
==> summary.txt <==
State of the implementation.

- Before placement the cells fill 41.59% of the core.
- The count of warning messages emitted by the tools is 25, for reference.
- The via count of the first global-routing pass is 3908, for reference.
- The yosys cell count is 459, for reference.
- The chip area from the yosys synthesis statistics is 5841 um2, for reference.
- Per the summary, power density relative to cell area is 294.7 nW/um2.
- Per the CTS log, the maximum H-tree level is 3.
- The cell at the root of the clock tree is sky130_fd_sc_hd__clkbuf_16, for reference.
- Buffers placed on the I/O ports in this run total 113.
- Of the post-synthesis cell area, the dominant cell type holds 47.99%.
- The clock skew is 0.008007 ns, for reference.
- Across all checked pins, the minimum headroom to the slew limit is 56.32%.
- The number of buffers on the longest clock path is 2, for reference.
- The residual antenna-violating net count after detailed routing is 0, for reference.
- The capture point of the worst reg-to-reg path is Accumulator[25], for reference.
- The floorplan has 43 rows.
- After layout, the design draws a total of 2.202 mW.
- The clock reaches the later pin of the worst-skew pair after 0.35 ns.
- The post-synth tally of flip-flops with integrated enable is 0, for reference.
- The run finished with clean final reports.
- The total number of clock tree sinks is 112, for reference.
- The type of element capturing the critical path is a flip-flop, for reference.
- The final-layout setup total negative slack is 0 ns, for reference.
- The TritonCTS clock tree is built, for reference.
- Max-slew check failures listed in the final report amount to 0.
- For this run, the script counts the antenna cells in the layout as 0.
- The initial antenna violation count is 0, for reference.
- The largest total area in the synthesized netlist belongs to sky130_fd_sc_hd__dfrtp_1.
- For this run the detailed placement stage logged an HPWL of 8784 um.
- The core area is 14040 um2, for reference.
- The highest metal layer with signal wires is met4, for reference.
- Data on the critical path is required at its endpoint by 7.44 ns.
- The number of buffers inserted by post-CTS setup repair is 0, for reference.
- The maximum clock frequency is 297.4 MHz, for reference.
- The main area contributors are sky130_fd_sc_hd__dfrtp_1 (48%), sky130_fd_sc_hd__mux2_2 (15%), sky130_fd_sc_hd__fa_1 (9.6%).
- The instance count of the mapped netlist is 459, for reference.
- The number of different library cells used by synthesis comes to 45.
- The routability congestion estimate is 0.8261, for reference.
- The total CTS buffers is 9, for reference.
- For the pin with the worst max-slew slack, the measured transition is 0.6552 ns.
- In this run the VDD rail shows a maximum IR drop of 190.2 uV.
- The static leakage is 3.236 nW, for reference.
- In the detailed route, the total length drawn on met3 is 623 um.
- The floorplan step set the die width to 122.8 um.
- The startpoint of the lowest-slack hold path is pe[2][8], for reference.
- The flip-flop and latch count after synthesis is 112, for reference.
- Across all hold checks on the routed design, the worst slack comes to 0.5283 ns.
- Detailed routing inserted a total of 3794 vias.
- The aggregate global-route resource usage is 17.17%, for reference.
- The time the worst path needs with I/O delays and setup is 3.363 ns, for reference.
- For reference, the post-synthesis area per instance comes to 12.72 um2.
- The first-pass GRT wire length is 19330 um, for reference.
- Once iteration 0 of detailed routing completed, the report listed 182 DRC markers.
- The number of vias per cell is 5.039, for reference.
- The total of max-cap violations is 0, for reference.
- The number of primary I/O pins is 114, for reference.
- The chip area is 15090 um2, for reference.
- In the setup report, the worst path falls into the class reg2reg.
- The fraction of registers with async set/reset is 100.0%, for reference.
- The post-CTS clock slew at the launch and capture registers of the worst setup and hold paths is 0.07 ns, for reference.
- The combined area of all synthesized cells is 5841 um2, for reference.
- The number of cells traversed by the worst register-to-register path is 12, for reference.
- The signed area change from the synthesized netlist to the final layout is 27.93%, for reference.
- In the per-layer breakdown of the detailed-route log, met1 shows 5592 um.
- For this run, the final setup violation count is recorded as 0.
- For this run, the number of Yosys warnings is 2.
- The vertical extent of the die is 122.8 um, for reference.
- The post-layout period usage of the worst path is 46.71%, for reference.
- The total wire length after detailed routing is 11540 um, for reference.
- The maximum number of pins on one net before global-route repair is 53, for reference.
- The type of the worst min-delay path is reg2reg, for reference.
- The DRC violations left is 0, for reference.
- Per the layout area report, the combinational gate area comes to 2922 um2.
- STA classifies the critical path startpoint as a flip-flop.
- The cts-stage hold buffer count is 0, for reference.
- The footprint of the flip-flops and latches is 2803 um2, for reference.
- In the detailed route, the total length drawn on met2 is 5208 um.
- The routed length per placed instance is 15.32 um, for reference.
- Summed over all layers, the global routing overflow is 0.
- Along the worst path, the maximum fanout reaches 3.
- The timing report gives the worst reg2reg path a setup slack of 3.84 ns.
- Along the worst hold path, the cell count comes to 1.
- The hold violation count in the final report is 0, for reference.
- The first detailed-routing pass took 6 iterations.
- The worst register-to-register path begins at pe[0][1].
- The capture endpoint of the worst hold path is pe[2][8], for reference.
- Cells fill 53.21% of the core in the end.
- The share of cells above drive strength 1 is 17.98%, for reference.
- In this run, post-CTS repair resized a total of 0 instances.
- The dominant synthesized flop cell is sky130_fd_sc_hd__dfrtp_1, for reference.
- The fraction of the yosys area taken by sequential cells is 47.99%, for reference.
- Setup repair after global routing left no endpoint under its margin.
- The data arrival time reported for the critical path is 3.60 ns.
- The tally of filler cells in the layout is 1161, for reference.
-- cells in the mapped netlist (2+ instances only) --
library cell / number
sky130_fd_sc_hd__dfrtp_1: 112
sky130_fd_sc_hd__mux2_2: 78
sky130_fd_sc_hd__fa_1: 28
sky130_fd_sc_hd__ha_1: 26
sky130_fd_sc_hd__nand2_1: 26
sky130_fd_sc_hd__a21oi_1: 23
sky130_fd_sc_hd__and2_1: 21
sky130_fd_sc_hd__clkbuf_1: 19
sky130_fd_sc_hd__o21ai_0: 15
sky130_fd_sc_hd__xor2_1: 14
sky130_fd_sc_hd__a21o_1: 12
sky130_fd_sc_hd__inv_1: 12
sky130_fd_sc_hd__nor2_1: 9
sky130_fd_sc_hd__nand4_1: 7
sky130_fd_sc_hd__a31oi_1: 6
sky130_fd_sc_hd__xnor2_1: 6
sky130_fd_sc_hd__a41oi_1: 4
sky130_fd_sc_hd__and3_1: 4
sky130_fd_sc_hd__nand2b_1: 3
sky130_fd_sc_hd__nand3_1: 3
sky130_fd_sc_hd__a221oi_2: 2
sky130_fd_sc_hd__a22oi_1: 2
sky130_fd_sc_hd__mux2i_1: 2
sky130_fd_sc_hd__nor3_1: 2
sky130_fd_sc_hd__o221ai_1: 2
sky130_fd_sc_hd__or3_1: 2
-- registers in the layout, summed over array words and instances (netlist names) --
| signal | count |
|---|---|
| Accumulator | 29 |
| out_valid | 1 |
| cur_state | 1 |
| pe | 81 |
-- placed cells by master, fill, tap and decap left out, drive strengths merged, types with 4 or more instances in the layout --
cell,netlist,final
dfrtp,112,112
clkdlybuf4s50,0,111
mux2,78,78
fa,28,28
nand2,26,26
ha,26,26
a21oi,23,23
and2,21,21
o21ai,17,17
xor2,14,14
inv,12,13
a21o,12,12
clkbuf,19,11
nor2,9,9
nand4,7,7
a31oi,6,6
xnor2,6,6
buf,0,6
a41oi,4,4
and3,4,4
-- critical path, stage by stage (launching register included) --
cell and delay (ns):
sky130_fd_sc_hd__dfrtp_1 0.32, sky130_fd_sc_hd__inv_1 0.06, sky130_fd_sc_hd__fa_1 0.53, sky130_fd_sc_hd__inv_1 0.04
sky130_fd_sc_hd__ha_1 0.22, sky130_fd_sc_hd__fa_1 0.40, sky130_fd_sc_hd__a21o_1 0.23, sky130_fd_sc_hd__a221oi_2 0.35
sky130_fd_sc_hd__o21ai_2 0.12, sky130_fd_sc_hd__a221o_1 0.40, sky130_fd_sc_hd__a221oi_2 0.34, sky130_fd_sc_hd__o21ai_1 0.11
sky130_fd_sc_hd__mux2i_1 0.12
-- power by group --
group          switching [mW]  internal, mW
sequential             0.0580         0.738
clock                   0.215         0.314
combinational           0.416         0.461
total                   0.689          1.51
-- layer usage --
metal | GRT usage (%) | vias to the layer above
met3 | 3.463 | 8
met4 | 1.448 | 0
met1 | 28.67 | 1847
met2 | 25.11 | 92
met5 | 0 | -
li1 | - | 1847
-- layout make-up --
type	instances	area share, %
Clock buffer	11	3.248
Clock inverter	5	1.055
Inverter	12	0.6028
Multi-Input combinational cell	316	39.10
Sequential cell	112	37.51
Tap cell	180	3.014
Timing Repair Buffer	117	15.47
-- per-stage QoR --
| step | std cells | worst slack (ns) | area [um2] |
|---|---|---|---|
| floorplan | 459 | 4.079 | 5841 |
| global placement | 737 | 3.862 | 7151 |
| detailed placement | 737 | 3.841 | 7151 |
| CTS | 753 | 3.832 | 7472 |
| global route | 753 | 3.639 | 7472 |
| finish | 753 | 3.837 | 7472 |
-- cells by family after synthesis --
group	synth area share [%]
XOR/XNOR	2.999
AND-OR/OR-AND	9.169
flip-flops	47.99
AND/OR/NAND/NOR	7.305
adder cells (fa/ha/maj)	15.17
multiplexers	15.38
buffers and inverters	1.992
-- worst max-delay path by stage --
| stage | endpoint | slack, ns | startpoint | depth (start not counted) |
|---|---|---|---|---|
| finish | Accumulator[25] | 3.84 | pe[0][1] | 12 |
| CTS | Accumulator[25] | 3.83 | pe[0][1] | 12 |
| global route | Accumulator[21] | 3.64 | pe[0][1] | 12 |
Power is estimated from default activity; no workload was simulated.
