### run.sh
#!/bin/bash
# OpenROAD 26Q1-2900-gdf79404cd8, Yosys 0.63+post, stock flow scripts
make -C /OpenROAD-flow-scripts/flow DESIGN_CONFIG=/design/flow/config.mk WORK_HOME=/design/flow/orfs finish
### design.v
module Decoder
#(
    parameter NUM_MACRO = 1,
    parameter OUT_CH = 64,
    parameter MAX_NUM_FILTER = 1
)
(
	clk,
	rst_n,
    in_valid,
    WHICH_FILTER,
    out_valid,
    demux
);
integer i,j,k;
genvar gen_idx;
localparam BIT_OUT_CH = $clog2(OUT_CH);
parameter STATE_IDLE = 2'd0;
parameter STATE_SEL = 2'd1;
parameter STATE_DISTRIBUTE = 2'd2;
parameter STATE_ADD = 2'd3;
reg [1:0] cur_state, next_state;
reg [BIT_OUT_CH-1:0]        which_filter    [0:NUM_MACRO-1][0:MAX_NUM_FILTER-1];
reg [OUT_CH-1:0]            demux_reg                                   [0:NUM_MACRO-1][0:MAX_NUM_FILTER-1];
reg [MAX_NUM_FILTER-1:0]      sel_filter_choose_Shift_and_Add         [0:NUM_MACRO-1][0:OUT_CH-1];
reg [MAX_NUM_FILTER-1:0]      sel_filter_choose_Shift_and_Add_next    [0:NUM_MACRO-1][0:OUT_CH-1];
input clk, in_valid, rst_n;
input [NUM_MACRO * MAX_NUM_FILTER * BIT_OUT_CH-1 : 0] WHICH_FILTER;
output reg out_valid;
output reg [NUM_MACRO*MAX_NUM_FILTER*OUT_CH-1:0]            demux        ;
always@(posedge clk or negedge rst_n)begin
    if(!rst_n)begin
        cur_state <= STATE_IDLE;
    end
    else begin
        cur_state <= next_state;
    end
end
always@*begin
    next_state = cur_state;
    case(cur_state)
    STATE_IDLE:begin
        if(in_valid)begin
            next_state = STATE_SEL;
        end
    end
    STATE_SEL:begin
        next_state = STATE_IDLE;
    end
    endcase
end
always@(posedge clk or negedge rst_n)begin
    if(!rst_n)begin
        for(i=0;i<NUM_MACRO;i=i+1)begin
            for(j=0;j<MAX_NUM_FILTER;j=j+1)begin
                which_filter[i][j]  <= 0;
            end
        end
    end
    else if (in_valid) begin
        for(i=0;i<NUM_MACRO;i=i+1)begin
            for(j=0;j<MAX_NUM_FILTER;j=j+1)begin
                which_filter[i][j]  <= WHICH_FILTER[
                                        (i*MAX_NUM_FILTER*BIT_OUT_CH 
                                        +j*BIT_OUT_CH)
                                        +:
                                        BIT_OUT_CH];
            end
        end
    end
end
always @(*) begin
    for(i=0;i<NUM_MACRO;i=i+1)begin
        for(k=0;k<MAX_NUM_FILTER;k=k+1)begin
            for(j=0;j<OUT_CH;j=j+1)begin
                demux_reg[i][k][j] = (which_filter[i][k]==j) ? 1'b1 : 1'b0;
            end
        end
    end
end
always@(posedge clk or negedge rst_n)begin
    if(!rst_n)begin
        out_valid <=0;
        demux<=0;
    end
    else if(cur_state==STATE_SEL)begin
        out_valid <= 1;
        for(i=0;i<NUM_MACRO;i=i+1)begin
            for(k=0;k<MAX_NUM_FILTER;k=k+1)begin
                demux[i*MAX_NUM_FILTER*OUT_CH + k*OUT_CH +: OUT_CH] <=demux_reg[i][k];
            end
        end
    end
    else begin
        out_valid <= 0;
        demux<=0;
    end
end
endmodule
### config.mk
export PLATFORM = sky130hd
export DESIGN_NAME = Decoder
export DESIGN_NICKNAME = Decoder
export VERILOG_FILES = /design/flow/design.v
export SDC_FILE = /design/flow/constraint.sdc
export NUM_CORES = 4
export LEC_CHECK = 1
export CORE_UTILIZATION = 50
### constraint.sdc
current_design Decoder

set clk_period 2.6
set clk_io_pct 0.2

create_clock -name clk0 -period $clk_period [get_ports {clk}]

set non_clock_inputs [all_inputs -no_clocks]
set_input_delay [expr $clk_period * $clk_io_pct] -clock clk0 $non_clock_inputs
set_output_delay [expr $clk_period * $clk_io_pct] -clock clk0 [all_outputs]
==> reports/metrics.cfg <==
[status]
status=finished clean

[global_route]
grt_max_degree=39
grt_pass1_wl_microns=7910
antenna_found_initial=0
grt_pass1_vias=1506
grt_overflow=0
gr-max-usage-layer=met1
met2_usage=0.291
grt_util_met1=0.402
track_usage=0.220
grtUsageMet3=0.0737

[yosys]
syn-instance-count=175
ys_chip_area_sq_um=2370
yosys_cells=175
ys_warn_count=3
synth-seq-cells=73
yosys.area.top_type=dfrtp_1
fa_ha_area_frac=0
synth.distinct_cells=16
top_logic_kind=simple AND/OR/NAND/NOR gates
area_leaders=dfrtp_1 (76%), nor2_1 (10%), mux2_2 (2.8%)
synth_xor_xnor_area_share=0
mux_area_frac=0.0285
yosysTopAreaCellShare=0.759
syn-cell-area_sq_um=2370
ys_sh_simple=0.185
yosys.area_share.aoi=0
synth_seq_share=0.771
syn_avg_cell_area_sq_um=13.6

[final_layout]
final_cell_mix=dfrtp_1 (72), clkdlybuf4s50_1 (72), nor2_1 (64)
n_fill_cell=277
logic_area_sq_um=505
seq_area_sq_um=1830
syn_to_final_growth_pct=40.0
drive_gt1_frac=0.0866
largest_register_ffs=64

[floorplan]
initCoreUtil=0.534
fp.dieW_microns=70.9
coreArea_sq_um=4440
rows=24
die_area_sq_um=5020
fp.dieH_microns=70.9
ios=74

[setup_path]
worstPathRequired_ps=2080
rr_worst_depth=2
timing.rr.end=demux[17]
rr_startpoint=which_filter[0][1]
crit_arrival_ps=1160
cp_cell_sequence=clkdlybuf4s50_1
ff2ff_setup_slack_ps=1150
crit_fanout=1
worst-setup-path-type=flip-flop to output port
cp_top_family=buffers and inverters
cp_slowest_cell=clkdlybuf4s50_1
crit_buf_inv=1
cp-end-kind=output port
critPathLaunchType=flip-flop
slowest_delay_ps=490

[drt]
drtIter0Drc=121
wl_microns=4790
num_vias=1561
wire_per_inst_microns=15.6
num_antenna_cells=0
antenna_left=0
dr.pass1.iters=19
drc=0
viasPerCell=5.10

[run]
openroad.warnings=26
maxCapViolCount=0

[clock_network]
clock_sinks=73
cts_tree=yes
cts.reportedPaths.clkPinSlew_ps=60
ctsRootBufferMaster=clkbuf_8
htreeDepth=3
worstSkewPairLatency_ps=320
cts_setup_buffers=0
cts_made_buffers=9
cts_resized=0
holdBufCountCts=0
cts_buffer_depth=2

[worst_hold_path]
hold_class=input port to async pin

[sta]
finalMaxSlewViolations=0
setup_viol_count_final=0
tightest_slew_ps=799
setup-tns-final_ps=0
hold_viol=0
max_freq_ghz=0.594
timing.hold.ws_ps=280
rsz0062_at_grt=false
finalClockPeriodUsage=0.648
fin_skew_ps=3.54
relSlewSlack=0.467
period_minus_slack_ps=1680

[power]
power.switching_w=0.000448
p_clk_frac=0.376
p_seq_frac=0.569
swShare=0.214
p_per_area_nw_per_um2=630
combPwrFrac=0.056
vdd_drop_max_uv=476
p_leak_nw=1.46
intPower_w=0.00164

[place]
routabilityCongestion=0.708
io_buffers=73
hpwlAfterDp_microns=3040

-- worst max-delay path by stage --
stage,depth (start not counted),slack (ps),from,endpoint
after CTS,1,880,demux[19],demux[19]
final,1,920,demux[19],demux[19]
after global routing,1,870,demux[19],demux[19]
-- kinds of logic after synthesis --
logic type             after synthesis
muxes                                6
DFF                                 73
and+or+nand+nor                     86
buffers and inverters               10
-- layer usage --
| metal | vias up | part of all wire |
|---|---|---|
| met5 | - | 0 |
| li1 | 717 | - |
| met2 | 69 | 0.44 |
| met3 | 8 | 0.073 |
| met1 | 767 | 0.47 |
| met4 | 0 | 0.012 |
-- area by class of cell --
cell class / instances / share of cell area
well taps: 52 / 0.0196
multi-input cells: 92 / 0.152
clock buffers: 11 / 0.0396
flip-flops and latches: 73 / 0.550
clock inverters: 4 / 0.0136
repair buffers: 74 / 0.225
-- metrics by stage --
| step | setup WS, ps | util | total power, W | area (sq um) | std cells |
|---|---|---|---|---|---|
| after global routing | 868 | 0.747 | 0.00218 | 3320 | 306 |
| after global placement | 951 | 0.707 | 0.00132 | 3140 | 291 |
| after floorplan | 1300 | - | 0.00126 | 2370 | 175 |
| after detailed placement | 911 | 0.707 | 0.00133 | 3140 | 291 |
| after CTS | 880 | 0.747 | 0.00212 | 3320 | 306 |
| final | 915 | 0.747 | 0.00209 | 3320 | 306 |
-- power groups by stage --
stage     clock (W)  sequential [W]  combinational, W
6_report   0.000785         0.00119          0.000117
5_1_grt    0.000858         0.00119          0.000131
4_1_cts    0.000809         0.00119          0.000120
-- synthesized netlist by cell type (all sizes together) --
| master | number |
|---|---|
| nor2 | 64 |
| nand4b | 4 |
| buf | 1 |
| dfrtp | 72 |
| clkbuf | 9 |
| nand4bb | 6 |
| nand2b | 1 |
| dfstp | 1 |
| mux2 | 6 |
| or4b | 4 |
| nand4 | 1 |
| or4 | 1 |
| or3b | 1 |
| and2 | 1 |
| nand3 | 1 |
| nand3b | 2 |
Power is estimated from default activity; no workload was simulated.
