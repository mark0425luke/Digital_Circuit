`/design/flow/constraint.sdc`:
```
current_design OR_base

set clk_period 1.0
set clk_io_pct 0.2

create_clock -name clk0 -period $clk_period [get_ports {clk}]

set non_clock_inputs [all_inputs -no_clocks]
set_input_delay [expr $clk_period * $clk_io_pct] -clock clk0 $non_clock_inputs
set_output_delay [expr $clk_period * $clk_io_pct] -clock clk0 [all_outputs]
```
`/design/flow/config.mk`:
```
export PLATFORM = sky130hd
export DESIGN_NAME = OR_base
export DESIGN_NICKNAME = OR_base
export VERILOG_FILES = /design/flow/design.v
export SDC_FILE = /design/flow/constraint.sdc
export NUM_CORES = 4
export LEC_CHECK = 1
export CORE_AREA = 10 10 196 196
export DIE_AREA = 0 0 206 206
```
`/design/flow/run.sh`:
```
#!/bin/bash
# OpenROAD 26Q1-2900-gdf79404cd8, Yosys 0.63+post, stock flow scripts
make -C /OpenROAD-flow-scripts/flow DESIGN_CONFIG=/design/flow/config.mk WORK_HOME=/design/flow/orfs finish
```
`/design/flow/design.v`:
```
module OR_base
#(
    parameter BIT =29,
    parameter NUMBER_INPUT = 16
)
(
	clk,
    rst_n,
    IN,
    out
);
integer i,j;
reg [BIT-1 : 0] out_next;
reg [BIT-1:0] in [0:NUMBER_INPUT-1];
input clk, rst_n;
input [NUMBER_INPUT*BIT-1:0] IN;
output reg [BIT-1:0]   out ;
always@(posedge clk or negedge rst_n)begin
    if(!rst_n)begin
        out <= 0;
    end
    else begin
        out <= out_next;
    end
end
always @(*) begin
    for(i=0;i<NUMBER_INPUT;i=i+1)begin
        in[i] = IN[BIT*i +: BIT];
    end
end
always @(*) begin
    out_next=0;
    for(i=0;i<NUMBER_INPUT;i=i+1)begin
        out_next = out_next | in[i];
    end
end
endmodule
```
==> results_slide.txt <==
Flow Results at a Glance

Outcome
  • Status: finished, violations left
  • Failing checks: setup timing

STA
  • Setup ws final: -47.3 ps
  • Fin. max-slew vios: 0
  • Fmax: 0.955 GHz
  • Least-Margin Pin Slew: 349 ps
  • Max_slew headroom: 76.5%
  • Final Hold Violating Endpoints: 0
  • Post-route clock period utilization: 105%
  • Setup Viol. Count Final: 6
  • RSZ-0062 raised after global routing: true
  • Min Tclk post-route: 1050 ps

Detailed routing
  • Via density: 3.32
  • Vias: 3795
  • Met2 wire len: 10300 um
  • DR top layer: met5
  • Final wirelength: 20700 um
  • Post-DRT Antenna Nets: 0
  • Remaining DRCs: 0
  • Met1 WL: 6920 um
  • DR iter-0 viols: 99
  • Number of antenna repair diodes: 0
  • Post-DR wirelength/cell: 18.1 um
  • Wire length on met3: 3010 um
  • Drt pass-1 iters: 6

Layout
  • Max FFs per register: 29
  • Largest Register: out
  • Fin util: 21.3%
  • Layout cells sized above 1: 7.71%
  • Synthesis-to-finish area growth: 348%
  • Largest regs: out (29)
  • Fillers: 3765

Place
  • Post-detail-place hpwl: 19300 um
  • Routability cong.: 0.986
  • IO Port Bufs: 494

Critical path
  • Crit start category: register
  • Crit end category: output pin
  • WS Path Type: register to output pin
  • Top delay family on crit path: flip-flops
  • CP bufs+invs: 1
  • Critical Path RT: 800 ps
  • Stages on the worst setup path: 1
  • Crit path DAT: 850 ps
  • Worst stage delay on the critical path: 400 ps
  • Crit-path max FO: 1
  • CP cell instances: buf_2
  • Slowest CP cell: dfrtp_1
  • Crit path from: out[22]$_DFF_PN0_
  • Worst Setup EP: out[22]

Synth
  • #FFs+latches synth: 29
  • Syn Area/Cell: 9.38 um^2
  • Yosys synthesis chip area: 1630 um^2
  • Cell area leaders: dfrtp_1 44%, nor4_1 44%, nand4_1 11%
  • Syn Inst Count: 174
  • Synth warn: 2
  • Count leader, synth: nor4_1
  • Top cells by count: 116 x nor4_1, 29 x dfrtp_1, 29 x nand4_1
  • Synth Flop Type: dfrtp_1
  • Max-area cell share: 44.4%
  • Flip-flops with a built-in enable: 0
  • Yosys cell count: 174
  • Unique cell types: 3
  • Async S/R FF share, synth: 100%
  • Largest area contributor in the netlist: dfrtp_1
  • Mapped Area: 1630 um^2
  • Seq/Total Area, Yosys: 44.4%

Floorplanning
  • Core ar.: 34400 um^2
  • Die y size: 206 um
  • Pre-placement core utilization: 4.75%
  • I/O Pins: 495
  • Chip area: 42400 um^2
  • Row cnt: 68
  • Die width: 206 um

Clock network
  • Clock buffer depth: 2
  • Sink Count: 29
  • CTS tree: built
  • Num CTS Buffers: 5
  • H-tree levels: 2
  • Clock Pin Slew Worst Setup and Hold Paths: 60 ps
  • Root Buffer: clkbuf_16

GRT
  • Grt ovf: 0
  • Largest net degree at the start of global routing: 17
  • Vias in the first global route: 4551
  • Gr usage total: 8.91%
  • Antenna violations before repair: 1
  • First-pass GRT wire length: 27700 um

Power and ir drop
  • Leak: 2.36 nW
  • Worst IR drop on VDD: 0.590 mV
  • Power Total: 4.85 mW
  • Power Dens Cells: 663 nW/um^2

Run
  • Log Warnings: 27
  • Max Cap Viol: 0

Min path
  • Worst hold path type: input port to register
==> power breakdown <==
group / leakage, nW / internal [mW] / total [mW] / switching (mW)
Combinational: 2.05 / 1.65 / 2.06 / 0.407
Sequential: 0.254 / 1.17 / 1.17 / 0.0000105
Clock: 0.0652 / 0.929 / 1.62 / 0.688
==> cells in the final DEF, fill, tap and decap left out <==
cell type,instances
nand4_1,29
nor4_2,6
nor4_1,108
clkbuf_16,5
clkbuf_1,3
buf_6,3
buf_2,27
clkdlybuf4s50_1,461
dlymetal6s2s_1,3
nor4_4,2
dlygate4sd3_1,1
dfrtp_1,29
buf_4,10
==> cell families (layout without fill, tap and decap cells) <==
group                  count (synthesis)  after routing  synth area share [%]
and+or+nand+nor                      145            145                  55.6
DFF                                   29             29                  44.4
buffers and inverters                  0            513                     0
==> stage by stage <==
stage / hold WS (ps) / worst slack (ps) / cells / cell area [um^2] / TNS (ps)
floorplan: -95.6 / 314 / 174 / 1630 / 0
finish: 271 / -47.3 / 1142 / 7310 / -170
CTS: 401 / -96.6 / 1142 / 7260 / -970
global placement: 181 / -475 / 1133 / 7210 / -7920
detailed placement: 184 / -464 / 1133 / 7210 / -8020
global route: 268 / -96.9 / 1142 / 7310 / -1300
==> area by class of cell <==
cell class	count	area, um^2	area share, %
clock buffer	8	136	1.87
sequential	29	726	9.92
multi-input combinational	145	975	13.3
timing repair buffer	505	4910	67.1
tap	455	569	7.79
==> layer usage <==
metal | global-route usage (%) | vias up
li1 | - | 1835
met1 | 8.86 | 1631
met2 | 15.9 | 309
met3 | 4.91 | 18
met4 | 1.80 | 2
met5 | 0 | -
==> how the worst min path moves through the flow <==
| stage | from | end | slack [ps] | depth (start not counted) |
|---|---|---|---|---|
| CTS | rst_n | out[2]$_DFF_PN0_ | 400 | 3 |
| global route | IN[342] | out[23]$_DFF_PN0_ | 270 | 4 |
| finish | IN[342] | out[23]$_DFF_PN0_ | 270 | 4 |
==> what timing repair did <==
action                                  in CTS  in global routing
endpoints found under the setup margin      32                 33
gates resized                              102                 10
pin swaps                                    2                  3
hold buffers                                 1                  0
hold endpoints to repair                    29                  0
buffers inserted                             0                  0
Power figures rest on the tool's default switching activity, not on a simulated workload.
